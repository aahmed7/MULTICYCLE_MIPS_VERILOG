**flow/run.sh**
```bash
#!/bin/bash
# OpenROAD 26Q1-2900-gdf79404cd8, Yosys 0.63+post, stock flow scripts
make -C /OpenROAD-flow-scripts/flow DESIGN_CONFIG=/design/flow/config.mk WORK_HOME=/design/flow/orfs finish
```
**flow/config.mk**
```make
export PLATFORM = sky130hd
export DESIGN_NAME = Main_Memory
export DESIGN_NICKNAME = Main_Memory
export VERILOG_FILES = /design/flow/design.v
export SDC_FILE = /design/flow/constraint.sdc
export NUM_CORES = 4
export LEC_CHECK = 1
export CORE_UTILIZATION = 30
```
**flow/constraint.sdc**
```tcl
current_design Main_Memory

set clk_period 5.7
set clk_io_pct 0.2

create_clock -name clk0 -period $clk_period [get_ports {clk}]

set non_clock_inputs [all_inputs -no_clocks]
set_input_delay [expr $clk_period * $clk_io_pct] -clock clk0 $non_clock_inputs
set_output_delay [expr $clk_period * $clk_io_pct] -clock clk0 [all_outputs]
```
**flow/design.v**
```verilog
module Main_Memory(Data_Out,Data_In,D_addr,wr,MemRead,clk,R_addrDM,OUT_DM);
	output [31:0] Data_Out,OUT_DM;
	input clk,wr,MemRead;
	input [31:0] Data_In;
	input [4:0] D_addr,R_addrDM;
	reg [31:0] Memory [31:0];
	initial 
	begin
	Memory [0]=32'h00812020;
	Memory [1]=32'h00812020;
	Memory [2]=32'h00812022;
	Memory [3]=32'h08000000;
	end
	assign Data_Out = MemRead ? Memory[D_addr] : 0 ;
	assign OUT_DM = Memory[R_addrDM];
	always @(posedge clk)
	begin
		if(wr)
		   Memory[D_addr]<=Data_In;
	end
endmodule
```
==> Slide: Implementation Results <==
Flow Results at a Glance

Run status
  – Outcome: finished clean

Timing
  – Worst setup margin: 0.152 ns
  – Max Fclk: approximately 180 MHz
  – Setup violations, final: 0
  – Setup_tns: 0 ns
  – Min Tclk post-route: ~5.5 ns
  – Hold Violations, Final: 0
  – Max Transition Viols Final: 0
  – Least-Margin Pin Slew: between 0.9 and 1 ns
  – Hold slack: about 1.2 ns
  – Final worst-path cycle share: 0.973
  – Slew headroom: 0.344
  – Unrepaired setup endpoints after global routing: no

Floorplan
  – Row count: around 150
  – Chip height: about 400 um
  – Chip area: 160000 um^2
  – Ports: 109
  – Core Box Area: around 160000 um^2
  – Pre-Place Util: 0.303
  – Die Width: between 300 and 400 um

Global route
  – Number of global-route vias before repair: between 30000 and 40000
  – Total gr overflow: 0
  – Initial antenna violation count: 7
  – First-pass GRT wire length: 226 mm
  – Largest net degree at the start of global routing: between 90 and 100
  – Overall Global Routing Usage: 0.215

Clock tree
  – CTS Sinks: around 1000
  – CTS Hold Buffers Added: 0
  – Postcts setup bufs: 0
  – CTS Root Cell: clkbuf_16
  – H-tree levels: 3
  – TritonCTS clock tree: done
  – Worst-path clk slew: about 0.060 ns
  – CTS Buf Count: between 100 and 150
  – Clock buffer depth: 3
  – Post-CTS sizing: 0

Synth
  – Post-synth ARST share: 0
  – Aoi share: 0.0720
  – Xor/xnor share: 0
  – Synth top area share: 0.648
  – Cells after Synth: approximately 2800
  – Post-synth cell types: 35
  – Post-synth top cells: edfxtp_1, mux2i_1, o22ai_1
  – Synth Cell Area: around 47000 um^2
  – Synth flops: 1024
  – Post-synth mux share: 0.228
  – Yosys simple share: 0.0270
  – # Cells Yosys: 2760
  – Number of enable flip-flop cells: 1024
  – Primary FF master, synth: edfxtp_1
  – Avg Cell Area, Syn: 17.2 um^2
  – Top cells by area: edfxtp_1, mux2i_1, mux4_2, o22ai_1, a22o_1
  – YS warnings: 1
  – Adder Share, Synth: 0
  – Top non-seq family: multiplexers
  – Seq/Total Area, Yosys: 0.648
  – Most frequent cell after synthesis: edfxtp_1
  – Dominant cell type by area after synthesis: edfxtp_1
  – Yosys Chip Area: ~47000 um^2

Place
  – Gpl congestion: between 0.9 and 1
  – Port-buffer cells: approximately 110
  – Pre-CTS setup slack: 0.0797 ns
  – Placed cell areas: ~52000 um^2
  – Placed cells: slightly below 5000
  – Detailed Place HPWL: 95.5 mm

Critical path
  – Startpoint class of the critical path: input pin
  – WS Path Type: in2out
  – Crit path required time: 4.56 ns
  – Max Fanout on Critical Path: 13
  – Critical Path AT: ~4.4 ns
  – Crit. End Element: primary output
  – CP max stage delay: between 0.6 and 0.7 ns
  – CP most frequent cell: clkdlybuf4s50_1
  – Critical-path top delay cell: clkdlybuf4s50_1
  – Cell chain of the critical path: clkdlybuf4s50_1 -> buf_4 -> nand4bb_4 -> buf_12 -> o22ai_1 -> nor4_1 -> a21boi_1 -> clkdlybuf4s50_1

Pwr
  – Power Density: around 300 nW/um^2
  – Overall Power: around 17 mW
  – Peak VDD IR: roughly 0.24 mV
  – Leakage: between 15 and 20 nW

Layout
  – Largest registers: Memory: 1024 flops
  – Sequential cell area: 30700 um^2
  – Area grow syn2layout: 17.3%
  – Top reg by flops: Memory
  – Finished layout cell area: between 50000 and 60000 um^2
  – Max FFs per register: slightly above 1000
  – Finished Layout Cells: 5092
  – Filler cell count: roughly 14000
  – Util after Layout: 0.356
  – Comb. cell area: 15900 um^2
  – Layout cells sized above 1: 0.209

Flow run
  – Max-Cap Viols: 0
  – Total tool warning count: 26

Route
  – Routed len/inst: 31.8 um
  – Via Count: approximately 29000
  – DR DRC count: 0
  – Avg Vias per Cell: between 5 and 6
  – Detailed Route WL: around 160 mm
  – Final ANT Viol Nets: 0
  – First-pass DRT Iterations: 8
  – Iteration-0 DRC Markers: roughly 1900

Hold path
  – HP Class: in2reg
final timing paths:
path	startpoint	to	slack (ns)	cells past startpoint
min	Data_In[29]	Memory[11][29]	1.23	2
max	D_addr[2]	Data_Out[11]	0.15	8
logic make-up after synthesis:
kind of cell | after synthesis
multiplexers | 800
flip-flops | 1024
AND/OR/NAND/NOR | 227
AND-OR/OR-AND | 480
buffers and inverters | 229
layout make-up:
| type | instances | share of cell area |
|---|---|---|
| antenna | 2 | 0.0000899 |
| clock buffer | 130 | 0.0485 |
| clock inverter | 60 | 0.0118 |
| inverter | 1 | 0.0000899 |
| multi-input combinational | 1507 | 0.285 |
| sequential | 1024 | 0.552 |
| tap | 2058 | 0.0463 |
| timing repair buffer | 310 | 0.0555 |
layer usage:
metal | vias to the layer above | track usage | wire (um)
met4 | 23 | 0.0787 | 7710
li1 | 11996 | - | -
met1 | 14442 | 0.229 | 51300
met3 | 398 | 0.168 | 29000
met5 | - | 0.0357 | 613
met2 | 2157 | 0.318 | 73400
where the power goes:
group          internal (mW)  switching (mW)  total (mW)
Sequential              8.38          0.0367        8.41
Combinational          0.615           0.839        1.45
Clock                   3.90            2.90        6.80
worst max-delay path: cells and delay by family:
| family | cells | cell delay [ns] |
|---|---|---|
| AND/OR/NAND/NOR | 2 | 0.65 |
| AND-OR/OR-AND | 2 | 0.64 |
| buffers and inverters | 4 | 1.95 |
layout by cell type, fill, tap and decap left out, types with 4 or more instances in the layout:
cell type / netlist / final
a21boi_0: 37 / 36
a21boi_1: 27 / 28
a221oi_1: 24 / 24
a221oi_2: 8 / 8
a22o_1: 64 / 64
a31oi_1: 32 / 32
and2_1: 33 / 32
buf_12: 1 / 39
buf_4: 8 / 165
bufinv_16: 0 / 12
clkbuf_1: 93 / 26
clkbuf_16: 0 / 104
clkdlybuf4s50_1: 0 / 102
clkinv_1: 0 / 23
clkinv_2: 0 / 17
clkinv_8: 0 / 4
edfxtp_1: 1024 / 1024
mux2i_1: 576 / 576
mux4_2: 224 / 224
nand2_1: 34 / 34
nand3b_1: 4 / 4
nand4b_1: 4 / 4
nand4bb_4: 0 / 6
nor2_4: 0 / 30
nor3_1: 36 / 32
nor3_2: 0 / 4
nor4_1: 64 / 64
o21bai_1: 32 / 32
o22ai_1: 256 / 256
or4b_4: 0 / 4
Power and IR drop assume default switching activity.
