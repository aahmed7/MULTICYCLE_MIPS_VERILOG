`/design/flow/design.v`:
```
module Adder_Subtractor(Result,A,B,add_Sub);
	input add_Sub;
	input [31:0] A,B;
	output [31:0] Result;
	reg Result;
	wire [31:0] In_int;
	assign In_int = B^{add_Sub,add_Sub,add_Sub,add_Sub,add_Sub,add_Sub,add_Sub,add_Sub,
								 add_Sub,add_Sub,add_Sub,add_Sub,add_Sub,add_Sub,add_Sub,add_Sub,
								 add_Sub,add_Sub,add_Sub,add_Sub,add_Sub,add_Sub,add_Sub,add_Sub,
								 add_Sub,add_Sub,add_Sub,add_Sub,add_Sub,add_Sub,add_Sub,add_Sub};
	always @(A or B or In_int or add_Sub)
	begin
			Result = A + In_int + add_Sub ;
	end
endmodule
```
`/design/flow/run.sh`:
```
#!/bin/bash
# OpenROAD 26Q1-2900-gdf79404cd8, Yosys 0.63+post, stock flow scripts
make -C /OpenROAD-flow-scripts/flow DESIGN_CONFIG=/design/flow/config.mk WORK_HOME=/design/flow/orfs finish
```
`/design/flow/config.mk`:
```
export PLATFORM = sky130hd
export DESIGN_NAME = Adder_Subtractor
export DESIGN_NICKNAME = Adder_Subtractor
export VERILOG_FILES = /design/flow/design.v
export SDC_FILE = /design/flow/constraint.sdc
export NUM_CORES = 4
export LEC_CHECK = 1
export CORE_AREA = 10 10 104 104
export DIE_AREA = 0 0 114 114
```
`/design/flow/constraint.sdc`:
```
current_design Adder_Subtractor

set clk_period 27.0
set clk_io_pct 0.2

create_clock -name clk0 -period $clk_period

set non_clock_inputs [all_inputs -no_clocks]
set_input_delay [expr $clk_period * $clk_io_pct] -clock clk0 $non_clock_inputs
set_output_delay [expr $clk_period * $clk_io_pct] -clock clk0 [all_outputs]
```
==> summary.rpt <==
FLOW METRICS REPORT
----------------------------------------------------
[Status]
  Result of the run ........................ finished, final reports clean

[Synthesis]
  Number of cells in Yosys stat ........................ between 300 and 400
  Number of distinct library cells after synthesis ........................ 57
  Mapped cell area ........................ between 0.002 and 0.0025 mm2
  Dominant cell type by area after synthesis ........................ sky130_fd_sc_hd__ha_1
  Chip area estimate from yosys synthesis ........................ 0.002346 mm2
  Instance count of the mapped netlist ........................ roughly 330
  Number of warnings issued by yosys ........................ 1
  Average footprint of a synthesized cell ........................ 7.131 um2
  Area leader share ........................ 17.60%
  Top post-synthesis cells by count ........................ sky130_fd_sc_hd__nand2_1, sky130_fd_sc_hd__xor2_1, sky130_fd_sc_hd__ha_1, sky130_fd_sc_hd__a21oi_1, sky130_fd_sc_hd__nor2_1
  Top area cell types ........................ sky130_fd_sc_hd__ha_1, sky130_fd_sc_hd__xor2_1, sky130_fd_sc_hd__xnor2_1
  Sequential-to-total area share from yosys stat ........................ 0%

[Setup path]
  Type of element launching the critical path ........................ input pin
  Kind of critical path ........................ in -> out
  Max stage delay cell, worst path ........................ sky130_fd_sc_hd__clkdlybuf4s50_1
  Type of element capturing the critical path ........................ output pin
  CP arrival ........................ 8480 ps
  CP peak stage delay ........................ around 520 ps
  Required time reported for the critical path endpoint ........................ 21600 ps
  Chain of cells forming the critical path ........................ buf_2, buf_4, xor2_1, inv_1, fa_1, nor2b_1, o21bai_1, a211oi_1, o311a_1, o21ai_0, a211oi_1, clkdlybuf4s50_1
  Crit path top cell by count ........................ sky130_fd_sc_hd__a211oi_1
  Buf+Inv Stages, Crit Path ........................ 4
  Largest fanout of any net on the critical path ........................ 32
  Cell type group with the largest total delay on the critical path ........................ AND-OR/OR-AND gates

[CTS]
  Quantity of hold-fixing buffers added after cts ........................ 0
  Post-CTS setup-driven buffer insertion count ........................ 0
  Number of gates resized after CTS ........................ 0

[Routing]
  Routed WL per cell ........................ ~14 um
  Routed vias ........................ 2586
  Vias/cell ........................ a little under 5
  Antenna diodes ........................ 0
  # DRC ........................ 0
  Starting DRT DRC Count ........................ ~130
  Antenna-violating nets left ........................ 0
  Number of detailed-routing iterations run before antenna repair ........................ 4
  Total Wirelength ........................ ~7400 um

[Job]
  Number of warnings the tools reported ........................ 35
  Max-Cap Viols ........................ 0

[Global routing]
  Global Route met3 Usage ........................ ~3.0%
  Maximum number of pins on one net before global-route repair ........................ 33
  GRT Total Usage ........................ 11.02%
  Overflow left after global routing ........................ 0
  Peak-usage layer in the global routing report ........................ met1
  Vias in the first global route ........................ about 2600
  Met1 routing resource usage after global routing ........................ between 10% and 20%
  Met2 usage in global routing ........................ between 10% and 20%
  Global-route wire length before repair ........................ 12330 um
  Number of antenna violations at the first check in global routing ........................ 0

[Cells and area]
  Layout-stage area growth over the synthesis result ........................ 44.85%
  Flip-flop and latch count ........................ 0
  Number of filler instances in the final layout ........................ approximately 900
  Fraction of layout cells with a size suffix above 1 ........................ under 10%
  Clock buffer instance count of the final layout ........................ 0
  FF/Latch Area ........................ 0 um2

[Timing]
  Worst relative slew slack ........................ approximately 63%
  Final critical path time including I/O delays and setup ........................ roughly 14000 ps
  Final worst hold slack ........................ 11840 ps
  Worst Max-Slew Pin Slew ........................ between 500 and 600 ps
  Count of pins over their slew limit ........................ 0
  Maximum clock frequency ........................ 72.04 MHz
  Setup repair after global routing missed its margin ........................ no
  Setup tns final ........................ 0 ps
  Final hold violation count ........................ 0
  Final Cycle Share ........................ between 50% and 60%
  Setup violations, final ........................ 0

[Pwr]
  Net switching share of the total power ........................ ~45%
  Comb power frac ........................ roughly 100%
  Power share of the sequential group ........................ 0%
  Peak ir drop on the vdd network ........................ between 0.000015 and 0.00002 V
  NetSw ........................ ~0.054 mW
  Int Pwr ........................ about 0.065 mW
  Power density of the placed cells ........................ around 35 mW/mm2
  Clock power share ........................ 0%
  Leakage power ........................ 1.374 nW

[Floorplanning]
  Core Density at Floorplan ........................ a little over a quarter
  Number of I/O pins ........................ 97
  Floorplan row count ........................ 34
  Chip width ........................ 114 um
  Core ar. ........................ 0.008678 mm2
  Vertical die size ........................ 114 um
  Die Size ........................ approximately 0.013 mm2

[Placed design]
  HPWL after detailed placement ........................ 6571 um
  RePlAce Congestion ........................ 0.8878
  # port buffers ........................ around 97

[Hold path]
  Path category of the worst min-delay check ........................ in -> out

----------------------------------------------------
-- power by group through the flow --
| stage | clock network, mW | logic [mW] | registers [mW] |
|---|---|---|---|
| 4_1_cts | 0 | 0.122 | 0 |
| 6_report | 0 | 0.120 | 0 |
| 5_1_grt | 0 | 0.134 | 0 |
-- layer usage --
| metal | vias up | part of all wire [%] |
|---|---|---|
| met5 | - | 0 |
| met3 | 2 | 9.3 |
| met4 | 0 | 0.24 |
| met2 | 89 | 41 |
| met1 | 1115 | 49 |
| li1 | 1380 | - |
-- cell usage in the layout, fill, tap and decap left out, drive strengths merged, types with 8 or more instances in the layout --
cell / count
xor2: 39
clkdlybuf4s50: 96
inv: 12
nor3: 10
ha: 33
nor2: 27
nand2: 39
nand3: 8
o21ai: 21
a21oi: 33
xnor2: 20
-- worst min-delay path, stage by stage --
cell	delay [ps]
sky130_fd_sc_hd__clkdlybuf4s50_1	530
sky130_fd_sc_hd__xor2_1	80
sky130_fd_sc_hd__clkdlybuf4s50_1	420
-- area by class of cell --
class	instances	area (um2)	area share, %
well taps	108	135.1	3.976
inverters	12	45.04	1.325
repair buffers	98	973.4	28.65
multi-input cells	306	2245	66.05
-- worst paths after layout --
path,to,start,slack [ps],cells after the start
worst max-delay path,Result[28],add_Sub,13120,12
worst min-delay path,Result[0],A[0],11840,3
-- cells by family (layout without fill, tap and decap cells) --
| family | Yosys count | after routing | share of synthesized area, % |
|---|---|---|---|
| buffers and inverters | 23 | 110 | 4.320 |
| adder cells (fa/ha/maj) | 34 | 34 | 18.45 |
| multiplexers | 2 | 2 | 1.387 |
| AND/OR/NAND/NOR | 107 | 107 | 21.39 |
| XOR/XNOR | 59 | 59 | 22.03 |
| AND-OR/OR-AND | 104 | 104 | 32.43 |
-- stage by stage --
step                power [mW]  setup WS [ps]  util [%]  area (um2)  instances
floorplan              0.06440          14000         -        2346        329
global placement        0.1211          13140     39.16        3398        524
detailed placement      0.1207          13060     39.16        3398        524
CTS                     0.1217          13040     39.16        3398        524
global route            0.1339          12810     39.16        3398        524
finish                  0.1196          13120     39.16        3398        524
Power and IR drop assume default switching activity.
