### /design/flow/design.v
module register_file(Din,clk,Wr,Addr_Wr,RegData_A,RegData_B,Addr_A,Addr_B,Addr_R,OUT_R);
	input clk,Wr;
	input [4:0] Addr_A,Addr_B,Addr_Wr,Addr_R;
	input [31:0] Din;
	output [31:0] RegData_A,RegData_B,OUT_R;
	reg [31:0] Reg_F [31:0];
	assign RegData_A = Reg_F[Addr_A];
	assign RegData_B = Reg_F[Addr_B];
	assign OUT_R = Reg_F[Addr_R];
	initial 
	begin
	Reg_F[0] = 32'h00000000;
	Reg_F[1] = 32'h0000000A;
	Reg_F[4] = 32'h0000000B;
	end
	always @(posedge clk)
	begin 
			if(Wr)
				Reg_F[Addr_Wr] <= Din;
	end
endmodule
### /design/flow/run.sh
#!/bin/bash
# OpenROAD 26Q1-2900-gdf79404cd8, Yosys 0.63+post, stock flow scripts
make -C /OpenROAD-flow-scripts/flow DESIGN_CONFIG=/design/flow/config.mk WORK_HOME=/design/flow/orfs finish
### /design/flow/config.mk
export PLATFORM = sky130hd
export DESIGN_NAME = register_file
export DESIGN_NICKNAME = register_file
export VERILOG_FILES = /design/flow/design.v
export SDC_FILE = /design/flow/constraint.sdc
export NUM_CORES = 4
export LEC_CHECK = 1
export CORE_UTILIZATION = 40
### /design/flow/constraint.sdc
current_design register_file

set clk_period 7.4
set clk_io_pct 0.2

create_clock -name clk0 -period $clk_period [get_ports {clk}]

set non_clock_inputs [all_inputs -no_clocks]
set_input_delay [expr $clk_period * $clk_io_pct] -clock clk0 $non_clock_inputs
set_output_delay [expr $clk_period * $clk_io_pct] -clock clk0 [all_outputs]
==> results.yml <==
# yosys + openroad results
outcome:
  run_status: "complete, no violations"
clock_tree:
  cts_sinks: 1024
  cts_max_level: 3
  cts_inserted_buffers: 112
  post_cts.resized_instances: 0
  cell_chosen_for_the_clock_root: "sky130_fd_sc_hd__clkbuf_16"
  cts_tree: "done"
  clock_tree.buffer_depth: 3
  clk_pin_slew_ns: 0.06
  cts_post_setup_buffers_inserted: 0
  cts.hold.buffers_added: 0
synth:
  ys.flop_type: "sky130_fd_sc_hd__edfxtp_1"
  post_synthesis_adder_cell_area_fraction: 0
  ys_types: 24
  avgSynthCellArea_um2: 12.69
  yosys_cells: 4544
  ys_top_logic_family: "multiplexers"
  synth.yosys.seq_area_share: 0.5331
  synth.ff_latch_count: 1024
  top_cells_by_area: "sky130_fd_sc_hd__edfxtp_1 53%, sky130_fd_sc_hd__mux2i_1 27%, sky130_fd_sc_hd__a22oi_1 3.7%"
  synth-xor-area-share: 0
  yosysWarningCount: 1
  yosys-mux-area-fraction: 0.2666
  ys_sh_aoi: 0.1020
  synthDominantCellAreaShare: 0.5331
  synth_area_leader_cell: "sky130_fd_sc_hd__edfxtp_1"
  synthCells: 4544
  post_synth_and_or_nand_nor_area_fraction: 0.05803
  yosys.stat.chipArea_um2: 57680
  count_of_flip_flops_with_a_built_in_enable_after_synthesis: 1024
  mappedNetlistArea_um2: 57680
  async_s_r_ff_share_synth: 0
placed_design:
  post_dp_cell_area_um2: 61590
  place.port_buffers: 149
  detailed_place_hpwl_um: 120100
  place.gp.congestion: 0.9227
cells_and_area:
  largest_registers: "Reg_F x1024"
  area.growth.synth_to_final_pct: 12.99
  regArea_um2: 30750
  largest_reg_flops: 1024
  largest_register: "Reg_F"
  post-route-cell-area_um2: 65170
  layout-drive-gt1-share: 0.08649
  area.combinational_um2: 24940
  filler_cell_count: 12400
setup_path:
  setup.worst_path.class: "input pin to output pin"
  timing.critical_path.max_delay_family: "buffers and inverters"
  crit_slowest_cell: "sky130_fd_sc_hd__and2_4"
  timing.critical_path.slowest_cell_delay_ns: 0.83
  worst-endpoint-arrival_ns: 4.62
  critical_path_buf_inv_count: 4
  start_kind: "input pin"
  cp_max_fo: 41
  critPathRequiredTime_ns: 5.92
  crit_path_frequent_cell: "sky130_fd_sc_hd__clkdlybuf4s50_1"
  timing.critical_path.to_type: "output pin"
  path_cells: "clkdlybuf4s50_1 > and2_4 > buf_12 > buf_4 > a22o_1 > nor3_1 > a31oi_1 > nand3_1 > clkdlybuf4s50_1"
hold_path:
  hold_removal_path_class: "input pin to flop"
final_timing:
  final.min_clock_period_ns: 6.095
  setup_viol_count_final: 0
  rsz0062_at_grt: "false"
  tightestPinTransition_ns: 0.9398
  final-max-slew-violation-count: 0
  hold_viol_final: 0
  timing.slew.headroom: 0.3735
  fin_setup_tns_ns: 0
  finalClockPeriodUsage: 0.8237
  timing.fmax_mhz: 164.1
routing:
  postRouteWirelength_um: 211600
  dr_total_vias: 41340
  routedWlPerCell_um: 32.08
  postRouteAntennaNets: 0
  drc: 0
  via_per_inst: 6.266
  dr.first_iter.drc_count: 3099
  firstDrtPassIters: 5
global_route:
  maximum_number_of_pins_on_one_net_before_global_route_repair: 82
  first_pass_grt_wire_length_um: 299200
  grt_pass1_vias: 42580
  grt_overflow: 0
  globalRouteTotalUtil: 0.3041
  grt_antenna_before_repair: 11
power_and_ir_drop:
  peakVddDrop_uv: 193.3
  power_leakage_uw: 0.02484
  power.density_cell_area_nw_per_um2: 212.4
die:
  die.size.y_um: 381.7
  die_area_um2: 145700
  num_io_pins: 150
  core-area_um2: 142300
  initCoreUtil: 0.4054
  die_width_um: 381.7
  num_rows: 138
run:
  maxCapViolations: 0
  openroad.warnings: 26
==> final timing paths <==
kind	end	start	cells past startpoint	slack, ns
hold / removal	Reg_F[26][19]	Din[19]	2	1.56
setup / recovery	RegData_B[25]	Addr_B[0]	9	1.30
==> cells in the mapped netlist, types with 36 or more instances <==
master,number
sky130_fd_sc_hd__nand3_1,290
sky130_fd_sc_hd__edfxtp_1,1024
sky130_fd_sc_hd__buf_4,76
sky130_fd_sc_hd__nor2_1,36
sky130_fd_sc_hd__a22oi_1,288
sky130_fd_sc_hd__a22o_1,192
sky130_fd_sc_hd__buf_2,112
sky130_fd_sc_hd__nand2_1,292
sky130_fd_sc_hd__a31oi_1,96
sky130_fd_sc_hd__mux2i_1,1536
sky130_fd_sc_hd__clkbuf_1,106
sky130_fd_sc_hd__buf_6,60
sky130_fd_sc_hd__a21oi_1,288
sky130_fd_sc_hd__nor3_1,96
==> cell usage in the layout (no fill, tap or decap), drive strengths merged <==
| cell type | Yosys | layout |
|---|---|---|
| mux2i | 1536 | 1536 |
| edfxtp | 1024 | 1024 |
| nand2 | 292 | 292 |
| nand3 | 290 | 290 |
| a22oi | 288 | 288 |
| a21oi | 288 | 288 |
| buf | 267 | 193 |
| a22o | 192 | 192 |
| clkdlybuf4s50 | 0 | 146 |
| clkbuf | 112 | 139 |
| nor3 | 96 | 96 |
| a31oi | 96 | 96 |
| clkinv | 0 | 40 |
| nor2 | 36 | 36 |
| bufinv | 0 | 11 |
| inv | 0 | 7 |
| nand2b | 6 | 6 |
| nor2b | 5 | 5 |
| nand3b | 5 | 5 |
| clkinvlp | 0 | 5 |
| and2 | 3 | 3 |
| or2 | 3 | 3 |
| or3b | 3 | 3 |
| diode | 0 | 1 |
| and2b | 1 | 1 |
| or3 | 1 | 1 |
==> report_power, final <==
group	internal, µW	total [µW]	leakage (µW)	switching [µW]
registers	6460	6500	0.00922	41.9
logic	679	1780	0.0139	1100
clock network	3180	5570	0.00173	2390
==> kinds of logic after synthesis <==
logic type             after synthesis
flip-flops                        1024
buffers and inverters              379
AND-OR/OR-AND                      864
multiplexers                      1536
AND/OR/NAND/NOR                    741
==> per-stage QoR <==
stage	util	cells	power (µW)	hold slack, ns	worst slack [ns]
final	0.4581	6597	13840	1.555	1.305
after global routing	0.4580	6596	14190	1.574	1.165
after CTS	0.4580	6596	13870	1.517	1.309
after detailed placement	0.4329	6394	8366	2.321	1.317
after global placement	0.4329	6394	8362	2.315	1.295
after floorplan	-	4544	7599	1.579	3.381
==> area by class of cell <==
class                   instances  share of cell area
flip-flops and latches       1024              0.4718
multi-input cells            3141              0.3827
repair buffers                339             0.05422
clock buffers                 139             0.04489
well taps                    1890             0.03629
clock inverters                63             0.01006
diodes                          1          0.00003840
==> layer usage <==
metal | vias to the layer above | wire [µm] | track usage
li1 | 18040 | - | -
met1 | 20100 | 74670 | 0.3735
met2 | 2636 | 92350 | 0.4340
met3 | 533 | 34250 | 0.2018
met4 | 28 | 9909 | 0.1096
met5 | - | 428 | 0.01587
Power and IR drop assume default switching activity.
